`./config.mk`:
```
export PLATFORM = sky130hd
export DESIGN_NAME = BandPassFilterDA
export DESIGN_NICKNAME = BandPassFilterDA
export VERILOG_FILES = /design/flow/design.v
export SDC_FILE = /design/flow/constraint.sdc
export NUM_CORES = 4
export LEC_CHECK = 1
export CORE_UTILIZATION = 40
```
`./constraint.sdc`:
```
current_design BandPassFilterDA

set clk_period 1.5
set clk_io_pct 0.2

create_clock -name clk0 -period $clk_period [get_ports {AUD_BCLK}]
create_clock -name clk1 -period $clk_period [get_ports {clk}]

set non_clock_inputs [all_inputs -no_clocks]
set_input_delay [expr $clk_period * $clk_io_pct] -clock clk0 $non_clock_inputs
set_output_delay [expr $clk_period * $clk_io_pct] -clock clk0 [all_outputs]
```
`./design.v`:
```
module BandPassFilterDA (
    input clk,
    input rst,
    input AUD_BCLK,
    input AUD_DACLRCK,
    input AUD_ADCLRCK,
    input [31:0] audioIn,
    output reg [31:0] audioOut
);
    wire signed [15:0] in_left = audioIn[31:16];
    wire signed [15:0] in_right = audioIn[15:0];
    wire signed [15:0] out_left;
    wire signed [15:0] out_right;
    bpf_da bpf_left (
        .clk(clk),
        .rst(rst),
        .x_in(in_left),
        .y_out(out_left)
    );
    bpf_da bpf_right (
        .clk(clk),
        .rst(rst),
        .x_in(in_right),
        .y_out(out_right)
    );
    always @(posedge AUD_BCLK or negedge rst) begin
        if (!rst)
            audioOut <= 32'd0;
        else if (AUD_DACLRCK)
            audioOut <= {out_left, out_right};
    end
endmodule
module bpf_da #(
    parameter DATA_WIDTH = 16,   
    parameter NUM_TAPS = 16      
)(
    input wire clk,
    input wire rst,
    input wire signed [DATA_WIDTH-1:0] x_in,   
    output reg signed [DATA_WIDTH-1:0] y_out   
);
    reg signed [DATA_WIDTH-1:0] shift_reg [0:NUM_TAPS-1];
    reg signed [2*DATA_WIDTH-1:0] lut [0:15];   
    reg signed [2*DATA_WIDTH-1:0] acc;
    integer bit_pos, idx, k;
    initial begin
		lut[0]  = -16'sd95;
		lut[1]  = -16'sd25;
		lut[2]  =  16'sd240;
		lut[3]  =  16'sd963;
		lut[4]  =  16'sd2234;
		lut[5]  =  16'sd3860;
		lut[6]  =  16'sd5396;
		lut[7]  =  16'sd6333;
		lut[8]  =  16'sd6333;
		lut[9]  =  16'sd5396;
		lut[10] =  16'sd3860;
		lut[11] =  16'sd2234;
		lut[12] =  16'sd963;
		lut[13] =  16'sd240;
		lut[14] = -16'sd25;
		lut[15] = -16'sd95;
end
    always @(posedge clk or posedge rst) begin
        if (rst) begin
            for (k = 0; k < NUM_TAPS; k = k + 1)
                shift_reg[k] <= 0;
        end else begin
            shift_reg[0] <= x_in;
            for (k = 1; k < NUM_TAPS; k = k + 1)
                shift_reg[k] <= shift_reg[k - 1];
        end
    end
    always @(posedge clk or posedge rst) begin
        if (rst) begin
            y_out <= 0;
        end else begin
            acc = 0;   
            for (bit_pos = 0; bit_pos < DATA_WIDTH; bit_pos = bit_pos + 1) begin
                idx = 0;
                for (k = 0; k < NUM_TAPS; k = k + 1) begin
                    idx = idx | ((shift_reg[k][bit_pos] ? 1 : 0) << (k % 4));
                end
                acc = acc + lut[idx];   
            end
            y_out <= acc >>> DATA_WIDTH;   
        end
    end
endmodule
```
`./run.sh`:
```
#!/bin/bash
# OpenROAD 26Q1-2900-gdf79404cd8, Yosys 0.63+post, stock flow scripts
make -C /OpenROAD-flow-scripts/flow DESIGN_CONFIG=/design/flow/config.mk WORK_HOME=/design/flow/orfs finish
```
==> impl_metrics.env <==
# yosys + openroad results
export IMPL_use_met2_pct=32.07
export IMPL_rows=112
export IMPL_violations="setup timing"
export IMPL_io_buffers=66
export IMPL_synth_distinct_cells=70
export IMPL_power_density_mw_per_mm2=2637
export IMPL_cp_end_kind="register"
export IMPL_required_ns=2.03
export IMPL_cts_tree="built"
export IMPL_drc=0
export IMPL_gr_total_overflow=0
export IMPL_place_ws_ns=-5.048
export IMPL_ys_cells=3396
export IMPL_dieWidth_um=309.0
export IMPL_rsz0062_at_grt="true"
export IMPL_synthArstFlopShare_pct=100.0
export IMPL_ant_nets=0
export IMPL_clk_pin_slew_ns=0.06
export IMPL_max_cap_viol_count=0
export IMPL_startpoint_type="register"
export IMPL_p_seq_share_pct=14.1
export IMPL_gp_congestion=1.018
export IMPL_slew_viol_final=0
export IMPL_syn2layout_area_growth_pct=35.90
export IMPL_syn_area_mm2=0.03769
export IMPL_status="finished with violations"
export IMPL_grtUsageMet1_pct=32.46
export IMPL_ys_seq_share_pct=38.24
export IMPL_top_area_cell="dfrtp_1"
export IMPL_most_common_layout_cells="buf_4, dfrtp_1, inv_1"
export IMPL_warning_count=220
export IMPL_p_leak_uw=0.02379
export IMPL_cts_sinks=576
export IMPL_worst_pin_slew_ns=0.5319
export IMPL_intPower_uw=79000
export IMPL_setup_viol=32
export IMPL_top_area_share_pct=38.24
export IMPL_yosys_area_mm2=0.03769
export IMPL_clock_power_share_pct=11.7
export IMPL_pin_count=69
export IMPL_p_sw_share_pct=41.51
export IMPL_syn_inst=3396
export IMPL_fin_util_pct=54.89
export IMPL_avgRoutedWirePerCell_um=16.60
export IMPL_grt_pass1_wl_mm=151.9
export IMPL_worstPathArrival_ns=6.93
export IMPL_hp_class="primary input to register"
export IMPL_antenna_found_initial=1
export IMPL_antennaDiodeCount=0
export IMPL_dp_hpwl_mm=76.20
export IMPL_path_max_fanout=3
export IMPL_relSlewSlack_pct=64.16
export IMPL_top_cells_by_area="dfrtp_1, fa_1, ha_1"
export IMPL_design_core_area_mm2=0.09333
export IMPL_grt_start_max_net_pins=35
export IMPL_ys_ff=576
export IMPL_fp_util_pct=40.39
export IMPL_switching_power_uw=56070
export IMPL_fin_ws_ns=-4.899
export IMPL_grt_use_total_pct=21.42
export IMPL_skew_ns=0.02120
export IMPL_grt_most_used_layer="met1"
export IMPL_yosys_warnings=3
export IMPL_synth_avg_cell_area_um2=11.10
export IMPL_finalHoldViolCount=0
export IMPL_drtPass1Iterations=5
export IMPL_numPlacedInstances=5482
export IMPL_die_size_y_um=309.0
export IMPL_peakVddDrop_mv=4.368
export IMPL_final_cells=5625
export IMPL_final_layout_size_suffix_gt1_share_pct=35.71
export IMPL_chip_area_mm2=0.09547
export IMPL_grt_use_met3_pct=6.999
export IMPL_wl_mm=93.35
export IMPL_drt_initial_drc_count=1248
export IMPL_fill_cells=7739
export IMPL_synth_main_ff_cell="dfrtp_1"
export IMPL_routed_via_density=4.837
export IMPL_layout_top_cell="buf_4"
export IMPL_combinationalPowerShare_pct=74.2
export IMPL_grt_pass1_vias=28796
export IMPL_edf_count=0
export IMPL_path_class="register to register"
export IMPL_num_vias=27207
-- metrics by stage --
step           total power [uW]  hold slack (ns)  cell area (um2)  setup TNS (ns)
3_3_place_gp             103100           0.2913            47580         -158.01
2_1_floorplan             71660         0.004409            39280        -3517.47
5_1_grt                  144300          0.05402            51230         -161.69
4_1_cts                  128700          0.02717            50760         -153.70
3_5_place_dp             103000           0.2917            47580         -158.74
6_report                 135100          0.08375            51230         -154.58
-- power groups by stage --
stage | Sequential, uW | Combinational, uW | Clock, uW
CTS | 19000 | 93400 | 16300
global route | 19100 | 108000 | 16900
finish | 19000 | 100000 | 15800
-- layout make-up --
cell class / instances / area, um2 / share of cell area (%)
tap: 1254 / 1569 / 3.063
sequential: 576 / 14420 / 28.15
timing repair buffer: 979 / 7864 / 15.35
multi-input combinational: 2225 / 23360 / 45.60
clock buffer: 76 / 1664 / 3.248
clock inverter: 36 / 476.7 / 0.9305
inverter: 479 / 1878 / 3.666
-- cell usage after synthesis, types with 12 or more instances --
cell type,n
dfrtp_1,576
inv_1,463
fa_1,412
ha_1,300
nand2_1,289
nor2_1,197
o21ai_0,148
a21oi_1,133
clkbuf_1,105
or4_1,95
o211ai_1,60
mux2_2,53
xnor2_1,52
a211oi_1,48
o22a_1,44
nor4_1,42
o22ai_1,42
nand3_1,38
nand2b_1,27
o221ai_1,27
mux2i_1,20
nor3_1,19
nor4_2,19
o31ai_1,19
nor2b_1,17
a31oi_1,16
or2_2,15
clkinv_1,12
-- routing by layer --
layer | routed length (um) | share of wire (%) | vias up
met2 | 42740 | 46 | 607
met4 | 1811 | 1.9 | 0
met3 | 7158 | 7.7 | 112
li1 | - | - | 13249
met5 | 0 | 0 | -
met1 | 41640 | 45 | 13239
-- worst max-delay path, stage by stage (launching register included) --
cell       delay, ns
dfrtp_1         0.38
or4_4           0.59
buf_12          0.16
ha_4            0.25
or2_4           0.27
fa_1            0.57
fa_1            0.44
fa_1            0.50
inv_1           0.06
fa_1            0.53
fa_1            0.50
inv_1           0.05
fa_1            0.48
inv_1           0.05
ha_1            0.26
nor4bb_4        0.26
nand3_1         0.11
o22a_2          0.25
a21bo_1         0.21
a2111oi_4       0.29
a211oi_1        0.08
-- what timing repair did --
item | 4_1_cts | 5_1_grt
endpoints found under the hold margin | 49 | 0
setup endpoints to repair | 36 | 36
hold buffers | 1 | 0
pin swaps | 129 | 46
gates cloned | 1 | 1
setup buffers | 21 | 11
resized | 235 | 111
-- path summary, 6_finish.rpt --
check | startpoint | end | slack (ns) | depth (start not counted)
max in group asynchronous | rst | audioOut[18]$_DFFE_PN0P_ | 0.46 | 3
max in group clk0 | audioOut[9]$_DFFE_PN0P_ | audioOut[9] | 0.03 | 1
min reg2reg | bpf_left.shift_reg[10][8]$_DFF_PP0_ | bpf_left.shift_reg[11][8]$_DFF_PP0_ | 0.36 | 0
max reg2reg | bpf_right.shift_reg[1][1]$_DFF_PP0_ | bpf_right.y_out[1]$_DFF_PP0_ | -4.90 | 20
max | bpf_right.shift_reg[1][1]$_DFF_PP0_ | bpf_right.y_out[1]$_DFF_PP0_ | -4.90 | 20
min in group asynchronous | rst | bpf_right.y_out[8]$_DFF_PP0_ | 0.19 | 3
min | audioIn[23] | bpf_left.shift_reg[0][7]$_DFF_PP0_ | 0.08 | 1
min in group clk0 | audioOut[19]$_DFFE_PN0P_ | audioOut[19]$_DFFE_PN0P_ | 0.50 | 1
-- kinds of logic (layout without fill, tap and decap cells) --
logic type               count (synthesis)  count (layout)  share of synthesized area [%]
AND/OR/NAND/NOR                        780             780                          10.23
adder cells (fa/ha/maj)                712             712                          31.84
AND-OR/OR-AND                          607             607                          10.39
buffers and inverters                  595            1570                          5.965
flip-flops                             576             576                          38.24
multiplexers                            73              73                          2.114
XOR/XNOR                                53              53                          1.231
No activity file was given, so power comes from the tool's default toggle rates.
