==> design.v <==
module AudioInit(
input rst,
input clk,
input initPulse,
inout SDAT, 
output SDCLK, 
output reg doneInit, 
output [3:0]audioInitError,
input manualSend, 
input [6:0]manualRegister,
input [8:0]manualData,
output reg manualDone
);
parameter ADDRESS = 7'b0011010;
reg [6:0]REGISTERS[0:5];
reg [8:0]DATA[0:5];
reg [3:0]currentInit;
reg [2:0]initState;
reg i2cEnable;
initial i2cEnable = 1'b0;
reg [6:0]i2cRegister;
reg [8:0]i2cData;
wire [3:0]i2cError;
wire i2cDone;
i2c_controller myI2c(
.rst(i2cEnable),
.clk(clk),
.address(ADDRESS), 
.register(i2cRegister),
.data(i2cData),
.rw(1'b0), 
.error(i2cError), 
.SDAT(SDAT), 
.SDCLK(SDCLK),
.done(i2cDone) 
);
always @ (posedge clk or negedge rst)
begin
	if(rst == 0)
		begin
			initState <= 0;
		end
	else
		begin
			case(initState)
				3'd0:
					begin
						DATA[0] <= 9'b0_000_1_0000; 
						DATA[1] <= 9'b0_0_1_0_1_00_11; 
						DATA[2] <= 9'b0000_11_000; 
						DATA[3] <= 9'b0000_0_0_00_0; 
						DATA[4] <= 9'b000000001; 
						DATA[5] <= 9'b0_000_0_0000; 
						REGISTERS[0] <= 7'b0000110; 
						REGISTERS[1] <= 7'b0000111; 
						REGISTERS[2] <= 7'b0000100; 
						REGISTERS[3] <= 7'b0000101; 
						REGISTERS[4] <= 7'b0001001; 
						REGISTERS[5] <= 7'b0000110; 
						if(initPulse)
							begin
								initState <= initState + 1'b1;
							end
					end
				3'd1:
					begin
						i2cEnable <= 1;
						i2cRegister <= REGISTERS[currentInit];
						i2cData <= DATA[currentInit];
						initState <= initState + 1'b1;
					end
				3'd2:
					begin
						if(i2cDone)
							begin
								initState <= initState + 1'b1;
							end
						else
							begin
							end
					end
				3'd3:
					begin
						i2cEnable <= 1'b0;
						if(currentInit < 5)
							begin
								currentInit <= currentInit + 1'b1;
								initState <= 3'd1;
							end
						else
							begin
								initState = 3'd4;
							end
					end
				3'd4:
					begin
						doneInit <= 1;
						manualDone <= 1'b0;
						i2cEnable <= 1'b0;
						if(manualSend == 1'b1)
						begin
							i2cEnable <= 1'b1;
							i2cData <= manualData;
							i2cRegister <= manualRegister;
							initState <= 3'd5;
						end
					end
				3'd5:
					begin
						if(i2cDone)
						begin
							initState <= 3'd6;
						end
					end
				3'd6:
					begin
						i2cEnable <= 1'b0;
						manualDone <= 1'b1;
						initState <= 3'd4;
					end
				default:
					begin
					end
			endcase
		end
end
assign audioInitError = i2cError;
endmodule
module i2c_controller
(input rst,
input clk,
input [6:0]address, 
input [6:0]register,
input [8:0]data,
input rw, 
output [3:0]error, 
inout SDAT, 
output SDCLK, 
output reg done); 
reg slowi2cclk;
reg SDCLKOUT;
reg SDATOUT;
reg [9:0]clkCount;
reg [9:0]i2cState;
reg [3:0]errorReg;
initial slowi2cclk = 1'b0;
initial i2cState = 10'd0;
initial clkCount = 10'd0;
initial errorReg = 4'd0;
initial SDATOUT = 1'bz;
initial done = 1'b0;
always @ (posedge clk or negedge rst)
begin
	if(rst == 1'b0)
	begin
		clkCount <= 10'd0;
		slowi2cclk <= 1'b0;
	end
	else
	begin
		clkCount <= clkCount + 10'd1;
		if(clkCount == 10'd200)
		begin
			clkCount <= 10'd0;
			slowi2cclk <= !slowi2cclk;
		end
		else
		begin
			slowi2cclk <= slowi2cclk;
		end
	end
end
always @ (posedge slowi2cclk or negedge rst)
begin
	if(rst == 1'b0)
	begin
		i2cState <= 10'd0;
		done <= 1'b0;
	end
	else
	begin
	if(i2cState < 10'd58)
		i2cState <= i2cState + 10'd1;
	if((errorReg != 4'd0 && errorReg != 4'hf))
	begin
	end
	else
	begin
		case(i2cState)
			10'd0:
			begin
				if(done == 1'b1)
				begin
					errorReg <= 4'd1;
				end
				SDCLKOUT <= 1;
				SDATOUT <= 1;
			end
			10'd1:
			begin
				SDCLKOUT <= 1;
				SDATOUT <= 0;
			end
			10'd2:
			begin
				SDCLKOUT <= 0;
				SDATOUT <= address[6];
			end
			10'd3:
				SDCLKOUT <= 1;
			10'd4:
			begin
				SDCLKOUT <= 0;
				SDATOUT <= address[5];
			end
			10'd5:
				SDCLKOUT <= 1;
			10'd6:
			begin
				SDCLKOUT <= 0;
				SDATOUT <= address[4];
			end
			10'd7:
				SDCLKOUT <= 1;
			10'd8:
			begin
				SDCLKOUT <= 0;
				SDATOUT <= address[3];
			end
			10'd9:
				SDCLKOUT <= 1;
			10'd10:
			begin
				SDCLKOUT <= 0;
				SDATOUT <= address[2];
			end
			10'd11:
				SDCLKOUT <= 1;
			10'd12:
			begin
				SDCLKOUT <= 0;
				SDATOUT <= address[1];
			end
			10'd13:
				SDCLKOUT <= 1;
			10'd14:
			begin
				SDCLKOUT <= 0;
				SDATOUT <= address[0];
			end
			10'd15:
				SDCLKOUT <= 1;
			10'd16:
			begin
				SDCLKOUT <= 0;
				SDATOUT <= rw;
			end
			10'd17:
				SDCLKOUT <= 1;
			10'd18:
			begin
				SDCLKOUT <= 0;
				SDATOUT <= 1;
			end
			10'd19:
			begin
				SDCLKOUT <= 1;
				if(SDAT == 1)
				begin
					errorReg <= 4'd2;
				end
			end
			10'd20:
			begin
				SDCLKOUT <= 0;
				SDATOUT <= register[6];
			end
			10'd21:
				SDCLKOUT <= 1;
			10'd22:
			begin
				SDCLKOUT <= 0;
				SDATOUT <= register[5];
			end
			10'd23:
				SDCLKOUT <= 1;
			10'd24:
			begin
				SDCLKOUT <= 0;
				SDATOUT <= register[4];
			end
			10'd25:
				SDCLKOUT <= 1;
			10'd26:
			begin
				SDCLKOUT <= 0;
				SDATOUT <= register[3];
			end
			10'd27:
				SDCLKOUT <= 1;
			10'd28:
			begin
				SDCLKOUT <= 0;
				SDATOUT <= register[2];
			end
			10'd29:
				SDCLKOUT <= 1;
			10'd30:
			begin
				SDCLKOUT <= 0;
				SDATOUT <= register[1];
			end
			10'd31:
				SDCLKOUT <= 1;
			10'd32:
			begin
				SDCLKOUT <= 0;
				SDATOUT <= register[0];
			end
			10'd33:
				SDCLKOUT <= 1;
			10'd34:
			begin
				SDCLKOUT <= 0;
				SDATOUT <= data[8];
			end
			10'd35:
				SDCLKOUT <= 1;	
			10'd36:
			begin
				SDCLKOUT <= 0;
				SDATOUT <= 1;
			end
			10'd37:
			begin
				SDCLKOUT <= 1;
				if(SDAT == 1)
				begin
					errorReg <= 4'd3;
				end
			end
			10'd38:
			begin
				SDCLKOUT <= 0;
				SDATOUT <= data[7];
			end
			10'd39:
				SDCLKOUT <= 1;
			10'd40:
			begin
				SDCLKOUT <= 0;
				SDATOUT <= data[6];
			end
			10'd41:
				SDCLKOUT <= 1;
			10'd42:
			begin
				SDCLKOUT <= 0;
				SDATOUT <= data[5];
			end
			10'd43:
				SDCLKOUT <= 1;
			10'd44:
			begin
				SDCLKOUT <= 0;
				SDATOUT <= data[4];
			end
			10'd45:
				SDCLKOUT <= 1;
			10'd46:
			begin
				SDCLKOUT <= 0;
				SDATOUT <= data[3];
			end
			10'd47:
				SDCLKOUT <= 1;
			10'd48:
			begin
				SDCLKOUT <= 0;
				SDATOUT <= data[2];
			end
			10'd49:
				SDCLKOUT <= 1;
			10'd50:
			begin
				SDCLKOUT <= 0;
				SDATOUT <= data[1];
			end
			10'd51:
				SDCLKOUT <= 1;
			10'd52:
			begin
				SDCLKOUT <= 0;
				SDATOUT <= data[0];
			end
			10'd53:
				SDCLKOUT <= 1;
			10'd54:
			begin
				SDCLKOUT <= 0;
				SDATOUT <= 1;
			end
			10'd55:
			begin
				SDCLKOUT <= 1;
				if(SDAT == 1)
				begin
					errorReg <= 4'd4;
				end
			end
			10'd56:
			begin
				SDCLKOUT <= 0;
				SDATOUT <= 0;
			end
			10'd57:
			begin
				SDCLKOUT <= 1;
				SDATOUT <= 0;
			end
			10'd58:
			begin
				SDCLKOUT <= 1;
				SDATOUT <= 1;
				done <= 1;
				errorReg <= 4'hf;
			end
			default:
			begin
				errorReg <= 4'd5;
			end
		endcase
	end
	end
end
assign SDAT = ((rst ? SDATOUT : 1'b0) == 1) ? 1'bz : 1'b0;
assign SDCLK = SDCLKOUT;
assign error = errorReg;
endmodule
==> run.sh <==
#!/bin/bash
# OpenROAD 26Q1-2900-gdf79404cd8, Yosys 0.63+post, stock flow scripts
make -C /OpenROAD-flow-scripts/flow DESIGN_CONFIG=/design/flow/config.mk WORK_HOME=/design/flow/orfs finish
==> config.mk <==
export PLATFORM = sky130hd
export DESIGN_NAME = AudioInit
export DESIGN_NICKNAME = AudioInit
export VERILOG_FILES = /design/flow/design.v
export SDC_FILE = /design/flow/constraint.sdc
export NUM_CORES = 4
export LEC_CHECK = 1
export CORE_UTILIZATION = 40
==> constraint.sdc <==
current_design AudioInit

set clk_period 1.6
set clk_io_pct 0.2

create_clock -name clk0 -period $clk_period [get_ports {clk}]

set non_clock_inputs [all_inputs -no_clocks]
set_input_delay [expr $clk_period * $clk_io_pct] -clock clk0 $non_clock_inputs
set_output_delay [expr $clk_period * $clk_io_pct] -clock clk0 [all_outputs]
==> flow_summary.json <==
{
  "cp_top_family": "AND-OR/OR-AND gates",
  "rr_startpoint": "initState[0]$_DFFE_PN0P_",
  "dpl_cell_area_mm2": 0.00235,
  "slew_headroom": 0.608,
  "fp_util": 0.427,
  "top_area_frac": 0.300,
  "finalSetupTns_ps": -268,
  "ys_top_cells_by_count": "25 x dfrtp_1, 17 x nor2_1, 15 x nand3_1, 13 x ha_1, 13 x inv_1",
  "clock_path_buffers": 2,
  "stdcell_count": 293,
  "cap_viol_max_count": 0,
  "period_minus_slack_ps": 1700,
  "clockRootBuffer": "clkbuf_8",
  "num_vias": 1471,
  "gr-total-overflow": 0,
  "critPathSlowestCell": "dfrtp_1",
  "wl_per_cell_um": 11.9,
  "async_flop_share": 0.694,
  "fin_ws_ps": -96.4,
  "r2r_end": "initState[2]$_DFFE_PN0P_",
  "grt_pass1_wl_mm": 5.92,
  "synth.most_common_cell": "dfrtp_1",
  "synth_chip_area_mm2": 0.00208,
  "edf_count": 11,
  "antenna-diode-count": 0,
  "holdBufCountCts": 0,
  "cts_tree": "built",
  "grt_antenna_before_repair": 0,
  "final_util": 0.511,
  "rr_worst_depth": 7,
  "worst-path-buf-inv": 2,
  "chip_area_mm2": 0.00550,
  "path_class": "flip-flop to flip-flop",
  "violations": "setup timing",
  "max_freq_ghz": 0.589,
  "grt_pass1_vias": 1338,
  "fillers": 437,
  "max_stage_delay_ps": 430,
  "syn-cell-area_mm2": 0.00208,
  "routed_wl_mm": 3.49,
  "worst_slew_pin_slew_ps": 583,
  "final_cell_area_mm2": 0.00249,
  "htree_num_levels": 1,
  "yosysWarningCount": 6,
  "p_leak_uw": 0.00108,
  "grt_max_degree": 20,
  "io_buffers": 9,
  "synth_cell_types": 50,
  "critical_path_arrival_ps": 1900,
  "comb_area_mm2": 0.00112,
  "placed_cells": 287,
  "tool_warnings": 52,
  "finalClockPeriodUsage": 1.06,
  "synth_top_flop_cell": "dfrtp_1",
  "clkTransAtPathRegs_ps": 70,
  "hp-class": "flip-flop to async pin",
  "skew_ps": 5.82,
  "postSynthAreaPerCell_um2": 10.1,
  "rows": 25,
  "regArea_um2": 957,
  "rrSetupSlack_ps": -100,
  "ir_worst_vdd_mv": 0.470,
  "path_cells": "inv_2 -> ha_4 -> mux2_4 -> a222oi_1 -> buf_4 -> a21boi_2 -> o21a_1",
  "yosys_cells": 207,
  "status": "finished, violations left",
  "power_density_mw_per_mm2": 802,
  "place.gp.congestion": 0.825,
  "first_pass_iters": 4,
  "area_growth_pct": 19.7,
  "slew_viol_final": 0,
  "start_kind": "flip-flop",
  "layout-drive-gt1-share": 0.208,
  "rsz0062_at_grt": "yes",
  "unconstrained_endpoints": 26,
  "synthCells": 207,
  "ys_ff": 36,
  "vias_per_cell": 5.02,
  "cp-end-kind": "flip-flop",
  "drt-initial-drc-count": 116,
  "ioPinCount": 28,
  "crit_fanout": 7,
  "synthTopCellsByArea": "dfrtp_1 30%, edfxtp_1 16%, ha_1 7.8%",
  "setup_violations": 8,
  "cts_made_buffers": 3,
  "track_usage": 0.141,
  "ys_seq_frac": 0.459,
  "ant_nets": 0,
  "worstPathRequired_ps": 1800,
  "drcViolationCount": 0,
  "unclocked_regs": 16,
  "core_mm2": 0.00488,
  "finalHoldViolCount": 0,
  "insertion_delay_ps": 250,
  "top_area_cell": "dfrtp_1",
  "die_y_um": 74.2,
  "die_x_um": 74.2,
  "hpwl_mm": 2.47
}
kinds of logic (layout without fill, tap and decap cells):
kind of cell / after synthesis / in the layout / share of synthesized area
muxes: 2 / 2 / 0.0120
xor gates and xnor gates: 16 / 16 / 0.0672
and+or+nand+nor: 82 / 82 / 0.224
DFF: 36 / 36 / 0.459
adders and majority gates: 13 / 13 / 0.0780
AOI/OAI and AO/OA: 29 / 29 / 0.100
other: 2 / 2 / 0.00360
buffers and inverters: 27 / 46 / 0.0564
layout make-up:
type / instances / share of cell area
flip-flops and latches: 36 / 0.384
inverters: 13 / 0.0196
multi-input cells: 144 / 0.447
repair buffers: 29 / 0.0978
clock buffers: 4 / 0.0181
well taps: 67 / 0.0336
flip-flops by register name (all words and copies together), names as in the netlist:
name	flops
currentInit	4
i2cEnable	1
initState	3
manualDone	1
myI2c.SDCLKOUT	1
myI2c.clkCount	10
myI2c.done	1
myI2c.errorReg	4
myI2c.i2cState	10
myI2c.slowi2cclk	1
worst reg2reg max path, delay by kind of cell, from the launching register on:
| family | cells | cell delay, ps |
|---|---|---|
| fa+ha+maj | 1 | 170 |
| flops | 1 | 430 |
| mux | 1 | 260 |
| buf+inv | 2 | 300 |
| compound gates | 3 | 490 |
metal layers:
| metal | track usage | up-vias | wire length (um) |
|---|---|---|---|
| li1 | - | 759 | - |
| met1 | 0.228 | 696 | 1890 |
| met2 | 0.223 | 14 | 1500 |
| met3 | 0.0192 | 2 | 84 |
| met4 | 0.00855 | 0 | 12 |
| met5 | 0 | - | 0 |
worst max-delay path by stage:
stage                       startpoint                  endpoint  cells after the start
CTS           initState[1]$_DFFE_PN0P_  initState[2]$_DFFE_PN0P_                      7
global route  initState[0]$_DFFE_PN0P_  initState[2]$_DFFE_PN0P_                      7
finish        initState[0]$_DFFE_PN0P_  initState[2]$_DFFE_PN0P_                      7
what timing repair did:
action	in CTS	in global routing
gates resized	3	17
setup buffers	0	2
pin swaps	1	8
endpoints found under the setup margin	13	16
cloned	0	0
through the flow:
step / hold WS (ps) / total power (uW) / worst slack (ps)
final: 209 / 2000 / -96.4
after detailed placement: 226 / 1510 / -136
after global placement: 229 / 1510 / -118
after global routing: 282 / 2170 / -188
after CTS: 236 / 1880 / -89.1
after floorplan: 24.4 / 1190 / -215
cell usage in the layout (no fill, tap or decap), types with 3 or more instances in the layout:
cell type and n:
o21ai_0 4, buf_4 19, ha_1 7, dfrtp_1 24
nand4_1 8, a21oi_1 4, nand3b_1 5, nand2b_1 5
xnor2_1 12, ha_4 3, ha_2 3, clkdlybuf4s50_1 9
nor4b_4 3, nand3_1 14, inv_1 11, nor2_2 4
clkbuf_8 3, nor2b_1 6, xor2_1 4, nor2_1 13
nand2_1 11, edfxtp_1 11
where the power goes:
group          total (uW)  switching (uW)  internal, uW
clock                 333             157           177
sequential            699            96.9           602
combinational         969             458           512
Power figures rest on the tool's default switching activity, not on a simulated workload.
