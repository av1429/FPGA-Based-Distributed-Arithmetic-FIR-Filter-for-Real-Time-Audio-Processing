==> ./design.v <==
module AudioADC(
input clk, 
input rst, 
input AUD_BCLK, 
input AUD_ADCLRCK, 
input AUD_ADCDAT, 
output reg done, 
output reg [31:0]data 
);
initial data = 32'd0;
parameter 
START = 4'd0,
WAIT = 4'd1,
BITS = 4'd2,
DONE = 4'd3,
BAD = 4'd4;
reg [3:0]s;
reg [3:0]ns;
reg [4:0]countADCBits;
initial countADCBits = 5'd31;
reg [31:0]tempData;
always @ (posedge AUD_BCLK or negedge rst)
begin
	if(rst == 0)
		begin
			s <= START;
			countADCBits <= 5'd31;
		end
	else
		begin
			s <= ns;
			case(s)
				BITS:
					begin
						countADCBits <= countADCBits - 5'd1;
						tempData[countADCBits] <= AUD_ADCDAT;
					end	
				DONE:
					begin
						countADCBits <= 5'd31;
						data <= tempData;
					end
			endcase
		end
end
always @ (*)
begin
	done = 1'b0;
	case (s)
		START:
			begin
				ns = WAIT;
			end
		WAIT:
			begin
				ns = WAIT;
				if(AUD_ADCLRCK == 1)
					ns = BITS;
			end
		BITS:
			begin
				ns = BITS;
				if(countADCBits == 0)
					ns = DONE;
			end
		DONE:
			begin
				done = 1'b1;
				ns = WAIT;
			end
		BAD:
			begin
				ns = BAD;
			end
		default:
			begin
				ns = BAD;
			end
	endcase
end
endmodule
==> ./run.sh <==
#!/bin/bash
# OpenROAD 26Q1-2900-gdf79404cd8, Yosys 0.63+post, stock flow scripts
make -C /OpenROAD-flow-scripts/flow DESIGN_CONFIG=/design/flow/config.mk WORK_HOME=/design/flow/orfs finish
==> ./config.mk <==
export PLATFORM = sky130hd
export DESIGN_NAME = AudioADC
export DESIGN_NICKNAME = AudioADC
export VERILOG_FILES = /design/flow/design.v
export SDC_FILE = /design/flow/constraint.sdc
export NUM_CORES = 4
export LEC_CHECK = 1
export CORE_UTILIZATION = 50
==> ./constraint.sdc <==
current_design AudioADC

set clk_period 3.3
set clk_io_pct 0.2

create_clock -name clk0 -period $clk_period [get_ports {AUD_BCLK}]

set non_clock_inputs [all_inputs -no_clocks]
set_input_delay [expr $clk_period * $clk_io_pct] -clock clk0 $non_clock_inputs
set_output_delay [expr $clk_period * $clk_io_pct] -clock clk0 [all_outputs]
==> impl_metrics.toml <==
# physical design summary
[clocking]
clock_path_buffers = 2
cts_tree = "yes"
hold_buffers = 0
cts_made_buffers = 9
cts_resized = 0
cts-root-buf = "clkbuf_8"
cts_setup_buffers = 0
clk_latency_ns = 0.33
cts.sinks = 73
clk_pin_slew_ns = 0.08
h-tree-depth = 3

[global_route]
grt-ovfl-total = 0
grt_max_degree = 31
antenna_found_initial = 0
grt_pass1_wl_um = 8700
first_global_vias = 1842
grtUsageTotal_pct = 19.6

[finish]
layout-drive-gt1-share_pct = 18.5
fin_cells = 331
post-route-util_pct = 64.9
syn2layout_area_growth_pct = 21.5
final_area_mm2 = 0.00368

[setup_path]
critPathRequiredTime_ns = 3.38
worstSetupPathType = "reg2reg"
end_kind = "flop"
start_kind = "flop"
cp.arrival_ns = 2.97
cp_max_fo = 9

[synth]
top_area_cell = "edfxtp_1"
synth_cells = 209
edf_count = 64
ys_top_cells_by_count = "edfxtp_1 (64), o21ai_0 (27), nor2_1 (17), mux2_2 (16), nand2_1 (11)"
top_area_share_pct = 63.4
top_cells_by_area = "edfxtp_1 (63%), mux2_2 (5.9%), dfstp_2 (5.2%)"
synth_area_mm2 = 0.00303
ff_type = "edfxtp_1"
ys_area_mm2 = 0.00303
syn_avg_cell_area_um2 = 14.5
ys_ff = 73
async_reset_ff_share_pct = 12.3
synth_cell_type_count = 31
top_cell = "edfxtp_1"
ys_seq_share_pct = 71.1
yosysWarnings = 1
ys_cells = 209

[sta]
slew_viol_final = 0
period_needed_ns = 2.89
period_used_pct = 87.5
max_freq_mhz = 346
setup_viol = 0
fin_ws_ns = 0.413
max_slew_margin_pct = 47.3
hold_viol = 0
tightest_slew_ns = 0.785
hold_slack_ns = 0.448
finalSetupTns_ns = 0
rsz0062_at_grt = "no"
skew_ns = 0.00551

[placed_design]
dp_hpwl_um = 3440
place_congestion = 0.777
place_ws_ns = 0.429
io_buffers = 36
dpl_cell_area_mm2 = 0.00349
dp.cells = 315

[detailed_routing]
drt_iter0_markers = 77
diodes = 0
dr_total_vias = 1782
drc = 0
firstDrtPassIters = 6
routed_via_density = 5.38
wl_um = 5070
drtAntennaViolNets = 0
routedWlPerCell_um = 15.3

[flow_run]
tool_warnings = 29
cap_violations = 0

[floorplan]
num_io_pins = 38
die_w_um = 79.9
die-area_mm2 = 0.00638
floorplan.core_util_pct = 53.4
core-area_mm2 = 0.00568
die_y_um = 79.9
row_count = 27

[power]
power_density_mw_per_mm2 = 780
p_total_mw = 2.87
ir_drop_mv = 0.563
p_leak_nw = 1.28

[status]
outcome = "finished, final reports clean"

[worst_hold_path]
hp-class = "reg2reg"
-- layout make-up --
cell class,instances,area [um2]
clock inverters,7,70.1
inverters,5,18.8
flip-flops and latches,73,2150
fillers,415,1990
clock buffers,9,124
well taps,72,90.1
multi-input cells,122,813
repair buffers,43,413
-- per-layer routing --
metal  global-route usage, %  vias to the layer above  share of wire [%]
li1                        -                      854                  -
met1                    32.7                      861                 44
met2                    29.7                       58                 48
met3                    5.57                        9                6.3
met4                    3.21                        0                1.9
met5                       0                        -                  0
-- placed cells by master, fill, tap and decap left out, types with 3 or more instances in the layout --
cell	count
nor2_1	17
clkdlybuf4s50_1	36
dfstp_2	6
ha_1	4
and2_1	3
clkbuf_8	9
nand2b_1	9
mux2_2	16
dfrtp_1	3
nand3_1	9
clkinvlp_4	3
edfxtp_1	64
xnor2_1	3
mux2i_1	3
buf_4	7
nand2_1	11
o21ai_0	27
inv_1	5
-- worst max-delay path, stage by stage (launching register included) --
cell and delay, ns:
dfstp_2 0.64, inv_1 0.07, ha_1 0.27, nor3b_1 0.18, ha_1 0.33, nor2b_1 0.17, mux2i_1 0.11, or4b_1 0.56
mux2_4 0.31
-- state kept, by name, indices dropped and copies added, names as in the netlist --
| signal | count |
|---|---|
| data | 32 |
| tempData | 32 |
| s | 4 |
| countADCBits | 5 |
-- final timing paths --
check,from,end,slack [ns],cells after the start
max,countADCBits[0]$_DFFE_PN1P_,tempData[0]$_DFFE_PP_,0.41,8
min,tempData[25]$_DFFE_PP_,data[25]$_DFFE_PP_,0.45,0
max reg2reg,countADCBits[0]$_DFFE_PN1P_,tempData[0]$_DFFE_PP_,0.41,8
min reg2reg,tempData[25]$_DFFE_PP_,data[25]$_DFFE_PP_,0.45,0
max in group asynchronous,rst,countADCBits[0]$_DFFE_PN1P_,2.34,1
min in group asynchronous,rst,s[2]$_DFF_PN0_,0.63,1
-- cell families after synthesis --
family,after synthesis,synth area share [%]
adder cells (fa/ha/maj),4,1.65
flip-flops,73,71.1
XOR/XNOR,4,1.16
other,1,0.124
multiplexers,20,7.43
AND/OR/NAND/NOR,58,9.95
buffers and inverters,14,2.11
AND-OR/OR-AND,35,6.52
-- power by group --
group | internal, mW | switching, mW
clock network | 0.347 | 0.315
logic | 0.335 | 0.501
registers | 1.26 | 0.120
total | 1.94 | 0.936
Power and IR drop assume default switching activity.
